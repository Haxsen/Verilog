==> flow/design.v <==
module ProgramCounter(in1,in2,in3,counter,clk,rst_n);
input[3:0] in1,in2,in3;
input clk,rst_n;
output [4:0] counter;
reg[4:0] counter;
always@(posedge clk,negedge rst_n)
begin
if(!rst_n)
begin
counter<=0;
end
else if((in1==in2) && (in2==in3)==1)
begin
counter<=0;
end
else begin
counter=counter+1;
end
end
endmodule
==> flow/run.sh <==
#!/bin/bash
# OpenROAD 26Q1-2900-gdf79404cd8, Yosys 0.63+post, stock flow scripts
make -C /OpenROAD-flow-scripts/flow DESIGN_CONFIG=/design/flow/config.mk WORK_HOME=/design/flow/orfs finish
==> flow/config.mk <==
export PLATFORM = sky130hd
export DESIGN_NAME = ProgramCounter
export DESIGN_NICKNAME = ProgramCounter
export VERILOG_FILES = /design/flow/design.v
export SDC_FILE = /design/flow/constraint.sdc
export NUM_CORES = 4
export LEC_CHECK = 1
export CORE_AREA = 10 10 70 70
export DIE_AREA = 0 0 80 80
==> flow/constraint.sdc <==
current_design ProgramCounter

set clk_period 1.0
set clk_io_pct 0.2

create_clock -name clk0 -period $clk_period [get_ports {clk}]

set non_clock_inputs [all_inputs -no_clocks]
set_input_delay [expr $clk_period * $clk_io_pct] -clock clk0 $non_clock_inputs
set_output_delay [expr $clk_period * $clk_io_pct] -clock clk0 [all_outputs]
==> results.sh <==
# physical design summary
export IMPL_status="finished with violations"
export IMPL_violations="setup timing"
export IMPL_drt_pass1_iter_count=2
export IMPL_finalMaxSlewViolations=0
export IMPL_cp_data_arrival_time_ns=1.19
export IMPL_largest_register_ffs=5
export IMPL_syn_area_um2=299
export IMPL_fp_util_pct=8.75
export IMPL_cts_tree="built"
export IMPL_fin_setup_tns_ns=-0.233
export IMPL_hold_violations=0
export IMPL_p_sw_share_pct=31.7
export IMPL_postCtsHoldBufs=0
export IMPL_synth_warnings=1
export IMPL_drcViolationCount=0
export IMPL_worst_ir_drop_vdd_mv=0.547
export IMPL_final_cell_mix="8 x buf_2, 7 x buf_4, 5 x nand3_1, 5 x dfrtp_1, 5 x clkdlybuf4s15_1"
export IMPL_power_per_cell_area_mw_per_mm2=2020
export IMPL_worst_slack_ns=-0.0710
export IMPL_p_clk_share_pct=18.2
export IMPL_antenna_diode_count=0
export IMPL_yosysUniqueCellTypes=10
export IMPL_ys_top_cells_by_area="dfrtp_1 42%, a22oi_4 14%, nand3_1 10%"
export IMPL_grt_usage_pct=3.25
export IMPL_grt_pass1_wl_mm=1.56
export IMPL_worst_ep_required_time_ns=1.12
export IMPL_die_h_um=80
export IMPL_power_frac_comb_pct=54.5
export IMPL_reg2reg_from="counter[0]$_DFF_PN0_"
export IMPL_htree_levels=1
export IMPL_nFillCells=377
export IMPL_clock_path_buffers=2
export IMPL_maxCapViolCount=0
export IMPL_numCtsBuffers=3
export IMPL_num_rows=21
export IMPL_p_leak_nw=0.245
export IMPL_cp_start_kind="flop"
export IMPL_cp_max_fo=3
export IMPL_viasPerCell=3.23
export IMPL_rsz0062_at_grt="yes"
export IMPL_mostFrequentLayoutCell="buf_2"
export IMPL_clock_latency_late_pin_ns=0.24
export IMPL_avgSynthCellArea_um2=11.5
export IMPL_core_area_mm2=0.00342
export IMPL_grt_overflow_total=0
export IMPL_ys_chip_area_um2=299
export IMPL_power_internal_w=0.000861
export IMPL_regArea_um2=125
export IMPL_critical_path_class="reg -> reg"
export IMPL_top_regs="counter (5)"
export IMPL_hold_class="in -> async"
export IMPL_fmax_mhz=934
export IMPL_fin_worst_skew_ns=0.00642
export IMPL_top_area_share_pct=41.8
export IMPL_wl_mm=1.08
export IMPL_layout_area_comb_um2=216
export IMPL_post_route_util_pct=18.3
export IMPL_dp_cells=93
export IMPL_slew_headroom_pct=81.3
export IMPL_dieArea_mm2=0.00640
export IMPL_setup_worst_path_end_class="flop"
export IMPL_largest_register="counter"
export IMPL_fin_crit_sh_pct=107
export IMPL_syn_inst=26
export IMPL_dp_hpwl_um=836
export IMPL_numSynthFlops=5
export IMPL_ys_seq_share_pct=41.8
export IMPL_pin_count=19
export IMPL_ant_nets=0
export IMPL_stdcell_count=103
export IMPL_p_sw_w=0.000401
export IMPL_setup_viol=4
export IMPL_cts_clk_slew_worst_paths_ns=0.04
export IMPL_top_area_cell="dfrtp_1"
export IMPL_cts_sinks=5
export IMPL_grt_max_degree=6
export IMPL_wire_per_inst_um=10.5
export IMPL_root_buffer="clkbuf_4"
export IMPL_grt_pass1_vias=317
export IMPL_min_period_ns=1.07
export IMPL_io_buffer_count=18
export IMPL_drt_iter0_markers=7
export IMPL_warnings=27
export IMPL_drive_gt1_share_pct=61.4
export IMPL_seqPwrFrac_pct=27.3
export IMPL_antenna_found_initial=0
export IMPL_vias=333
export IMPL_crit_start="counter[0]$_DFF_PN0_"
export IMPL_synthToLayoutAreaGrowth_pct=109
export IMPL_ys_cells=26
export IMPL_p_total_w=0.00126
export IMPL_worst_pin_slew_ns=0.281
export IMPL_die_w_um=80
export IMPL_gp_congestion=0.826
==> worst paths after layout <==
check	end	slack (ns)	cells past startpoint
worst max-delay path	counter[4]$_DFF_PN0_	-0.07	5
worst min-delay path	counter[4]$_DFF_PN0_	0.17	1
worst max register to register	counter[4]$_DFF_PN0_	-0.07	5
worst min register to register	counter[4]$_DFF_PN0_	0.65	3
max in group asynchronous	counter[2]$_DFF_PN0_	0.64	1
min in group clk0	counter[3]$_DFF_PN0_	0.42	4
==> final cells by class <==
class / count / share of cell area, %
tap: 46 / 9.22
multi-input combinational: 21 / 34.7
timing repair buffer: 27 / 31.9
clock buffer: 4 / 4.21
sequential: 5 / 20.0
==> kinds of logic after synthesis <==
logic type      after synthesis  synth area share [%]
flops                         5                  41.8
compound gates                7                  23.4
xor+xnor                      3                  8.79
fa+ha+maj                     1                  4.18
simple gates                 10                  21.8
==> cells in the mapped netlist <==
library cell  n
nand3_1       6
dfrtp_1       5
a21oi_1       4
a22oi_4       2
or3_1         2
or3_4         2
xor2_1        2
a21boi_1      1
ha_1          1
xnor2_1       1
==> per-layer routing <==
layer,GRT usage [%],vias to the layer above,share of wire (%)
met5,0,-,0
met4,0.352,0,0.28
met3,3.07,3,13
met2,3.93,16,38
met1,4.16,151,48
li1,-,163,-
==> metrics by stage <==
step / instance area (um^2) / hold slack [ns] / setup slack [ns]
finish: 624 / 0.170 / -0.0710
global route: 624 / 0.187 / -0.124
CTS: 617 / 0.172 / -0.0346
detailed placement: 564 / 0.435 / -0.494
global placement: 564 / 0.433 / -0.483
floorplan: 304 / -0.0956 / 0.00415
==> power by group through the flow <==
stage                 sequential, W  clock (W)  combinational (W)
after CTS                  0.000348   0.000240           0.000650
after global routing       0.000353   0.000256           0.000778
final                      0.000344   0.000230           0.000687
==> critical path, cell delays in order (launching register included) <==
cell and delay (ns):
dfrtp_1 0.38, buf_6 0.13, ha_4 0.15, nand3_2 0.06
xor2_1 0.17, a21oi_1 0.05
==> repair_timing <==
| item | CTS | global route |
|---|---|---|
| gates resized | 54 | 3 |
| buffers inserted | 3 | 3 |
| pin swaps | 11 | 4 |
| endpoints found under the setup margin | 10 | 6 |
| endpoints found under the hold margin | 0 | 0 |
Power is estimated from default activity; no workload was simulated.
