==> flow/design.v <==
module HexCounter(clk,rst_n,sig); 
input clk,rst_n;
output [25:0] sig;
reg [3:0]hex;
reg [25:0]sig;
always@(posedge clk,negedge rst_n)
begin
if(!rst_n)
begin
hex<=0;
end
else if(sig==0)
begin
hex<=hex+1;
end
end
always@(posedge clk,negedge rst_n)
begin
if(rst_n==0)
begin
sig<=0;
end
else if(sig<=(30-1))
begin
sig=sig+1;
end
else
begin
sig<=0;
end
end
endmodule
==> flow/run.sh <==
#!/bin/bash
# OpenROAD 26Q1-2900-gdf79404cd8, Yosys 0.63+post, stock flow scripts
make -C /OpenROAD-flow-scripts/flow DESIGN_CONFIG=/design/flow/config.mk WORK_HOME=/design/flow/orfs finish
==> flow/config.mk <==
export PLATFORM = sky130hd
export DESIGN_NAME = HexCounter
export DESIGN_NICKNAME = HexCounter
export VERILOG_FILES = /design/flow/design.v
export SDC_FILE = /design/flow/constraint.sdc
export NUM_CORES = 4
export LEC_CHECK = 1
export CORE_AREA = 10 10 98 98
export DIE_AREA = 0 0 108 108
==> flow/constraint.sdc <==
current_design HexCounter

set clk_period 2.4
set clk_io_pct 0.2

create_clock -name clk0 -period $clk_period [get_ports {clk}]

set non_clock_inputs [all_inputs -no_clocks]
set_input_delay [expr $clk_period * $clk_io_pct] -clock clk0 $non_clock_inputs
set_output_delay [expr $clk_period * $clk_io_pct] -clock clk0 [all_outputs]
==> flow_summary.json <==
{
  "status": "complete, no violations",
  "finalCritPeriodShare_pct": 72.15,
  "postLayoutCoreUtil_pct": 18.49,
  "path_cells": "clkdlybuf4s50_1",
  "largest_reg_flops": 26,
  "avgSynthCellArea_sq_um": 16.34,
  "largestRegisters": "sig (26)",
  "io_pins": 28,
  "cts_setup_buffers": 0,
  "antenna_found_initial": 0,
  "detailed_place_hpwl_um": 1609,
  "ir_drop_v": 0.0002190,
  "critPathMaxFanout": 7,
  "crit_slowest_cell": "clkdlybuf4s50_1",
  "grt_max_degree": 27,
  "drive_gt1_share_pct": 11.43,
  "cp_data_required_time_ns": 1.92,
  "numCtsBuffers": 3,
  "diodes": 0,
  "timing.setup.tns_ns": 0,
  "ctsResizeCount": 0,
  "p_per_area_nw_per_um2": 561.4,
  "setup_viol_count_final": 0,
  "p_total_uw": 793.7,
  "core_area_sq_um": 7647,
  "syn_inst": 54,
  "rows": 32,
  "holdWs_ns": 0.5843,
  "relSlewSlack_pct": 66.20,
  "postRouteWirelength_um": 1983,
  "startpoint_type": "flip-flop",
  "dr_total_vias": 541,
  "place_area_sq_um": 1359,
  "fill_cells": 814,
  "grt_pass1_wl_um": 3180,
  "drc": 0,
  "lay_top_cells": "27 x clkdlybuf4s50_1, 26 x dfrtp_1, 20 x conb_1",
  "ys_area_sq_um": 882.1,
  "die_area_sq_um": 11660,
  "globalRouteTotalUtil_pct": 3.392,
  "cts_hold_buffers": 0,
  "wire_per_inst_um": 9.580,
  "top_register": "sig",
  "clk_latency_ns": 0.26,
  "clockBufferDepth": 2,
  "htreeDepth": 1,
  "cpPeakStageDelay_ns": 0.51,
  "rsz0062_at_grt": "no",
  "hold_class": "in2async",
  "ys_cells": 54,
  "crit_buf_inv": 1,
  "globalplace.congestion": 0.6831,
  "ys_seq_share_pct": 73.76,
  "netlist_area_sq_um": 882.1,
  "critPathKind": "reg2out",
  "layout_top_cell": "clkdlybuf4s50_1",
  "yosysUniqueCellTypes": 14,
  "synth-seq-cells": 26,
  "first_pass_iters": 2,
  "p_leak_uw": 0.0005691,
  "period_minus_slack_ns": 1.732,
  "fin_skew_ns": 0.004102,
  "final_area_sq_um": 1414,
  "path_delay_family": "buffers and inverters",
  "port_buffers": 27,
  "log.warning_count": 27,
  "die_w_um": 108,
  "fp-utilization_pct": 11.53,
  "drtIter0Drc": 8,
  "cts_sinks": 26,
  "fmax_mhz": 577.5,
  "dieHeight_um": 108,
  "cap_violations": 0,
  "syn2layout_area_growth_pct": 60.28,
  "end_kind": "primary output",
  "root_buffer": "clkbuf_8",
  "arrival_ns": 1.25,
  "r2r_slack_ns": 0.93,
  "final_hold_viol_count": 0,
  "grt.overflow.total": 0,
  "synth-warning-count": 1,
  "clk_pin_slew_worst_paths_ns": 0.09,
  "tightest_slew_ns": 0.5062,
  "ant_nets": 0,
  "slew_viol_final": 0,
  "via_per_inst": 2.614,
  "cts_tree": "done",
  "first_global_vias": 576
}
==> logic make-up after synthesis <==
logic type | Yosys count | synth area share, %
AND-OR/OR-AND | 1 | 1.844
AND/OR/NAND/NOR | 17 | 15.46
adder cells (fa/ha/maj) | 3 | 4.256
XOR/XNOR | 3 | 2.979
flip-flops | 26 | 73.76
other | 1 | 0.4251
buffers and inverters | 3 | 1.277
==> layer usage <==
layer | global-route usage (%) | vias up | wire [um]
met4 | 0.5725 | 0 | 0
li1 | - | 269 | -
met3 | 1.566 | 0 | 175
met2 | 5.172 | 16 | 944
met5 | 0 | - | 0
met1 | 4.390 | 256 | 864
==> report_power, final <==
group          switching, uW  internal (uW)  total [uW]
registers               12.5            455         467
clock network            130            146         276
logic                   17.7           32.6        50.3
total                    160            634         794
==> worst paths after layout <==
path,start,end,depth (start not counted)
max reg2reg,sig[0],sig[2],4
min,rst_n,sig[2],2
max in group asynchronous,rst_n,sig[22],2
min reg2reg,sig[1],sig[5],2
min in group clk0,sig[1],sig[5],2
max,sig[0],sig[0],1
==> synth_stat cells <==
master,instances,area (sq um)
dfrtp_1,26,650.6
inv_1,3,11.26
nor3_1,6,30.03
o311ai_2,1,16.27
xor2_1,2,17.52
nand3_1,3,15.01
conb_1,1,3.750
nand4_2,1,12.51
nor2_1,1,3.750
nand2_1,1,3.750
ha_1,3,37.54
nor4_4,1,21.27
xnor2_1,1,8.760
nor4_2,4,50.05
==> final cells by class <==
| class | instances | area [sq um] | share of cell area, % |
|---|---|---|---|
| repair buffers | 28 | 277.8 | 19.65 |
| clock buffers | 4 | 55.05 | 3.894 |
| well taps | 102 | 127.6 | 9.026 |
| flip-flops and latches | 26 | 650.6 | 46.02 |
| inverters | 3 | 11.26 | 0.7965 |
| multi-input cells | 44 | 291.5 | 20.62 |
==> through the flow <==
stage / cells / setup slack [ns]
after floorplan: 73 / 1.118
after global placement: 203 / 0.9335
after detailed placement: 203 / 0.9274
after CTS: 207 / 0.6309
after global routing: 207 / 0.5868
final: 207 / 0.6685
